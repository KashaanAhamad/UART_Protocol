[/design/flow/run.sh]
#!/bin/bash
# OpenROAD 26Q1-2900-gdf79404cd8, Yosys 0.63+post, stock flow scripts
make -C /OpenROAD-flow-scripts/flow DESIGN_CONFIG=/design/flow/config.mk WORK_HOME=/design/flow/orfs finish
[/design/flow/config.mk]
export PLATFORM = sky130hd
export DESIGN_NAME = Tx_fsm
export DESIGN_NICKNAME = Tx_fsm
export VERILOG_FILES = /design/flow/design.v
export SDC_FILE = /design/flow/constraint.sdc
export NUM_CORES = 4
export LEC_CHECK = 1
export CORE_AREA = 10 10 113 113
export DIE_AREA = 0 0 123 123
[/design/flow/constraint.sdc]
current_design Tx_fsm

set clk_period 5.0
set clk_io_pct 0.2

create_clock -name clk0 -period $clk_period [get_ports {clk}]

set non_clock_inputs [all_inputs -no_clocks]
set_input_delay [expr $clk_period * $clk_io_pct] -clock clk0 $non_clock_inputs
set_output_delay [expr $clk_period * $clk_io_pct] -clock clk0 [all_outputs]
[/design/flow/design.v]
`timescale 1ns / 1ps
module Tx_fsm(shift, Load_data,select, Tx_start, clk,rstn );
input clk,rstn;
output reg shift, Load_data;
output reg [1:0] select;
input Tx_start;
reg [2:0]state;
reg [2:0]next_state;
integer count=1;
reg count_start=0;
parameter Idle=3'b000, start_bit=3'b001, data_bit=3'b010, parity_bit=3'b011, stop_bit=3'b100;
always @(Tx_start,state,count)
begin
    case(state)
        Idle: next_state=Tx_start?start_bit:Idle;
        start_bit: next_state=data_bit;
        data_bit: begin 
                count_start=(count==8)?0:1;
                next_state=(count==8)?parity_bit:data_bit;
             end
        parity_bit: next_state=stop_bit;
        stop_bit: next_state=Idle;
        default: next_state=Idle;
    endcase
end
always @(posedge clk,negedge rstn)
begin
    if(!rstn)
        state<= Idle;
    else 
        state<= next_state;
end
always@(posedge clk)
begin
    if(!count_start)
        count<=count+1;
     else
            count<=1;
end
always @(state)
begin       
    if(state==Idle)begin
        select=2'b11;
        Load_data=1'b0;
        shift=0;
     end
     else if(state==start_bit)begin
        select=2'b00;
        Load_data=1'b1;
        shift=0;
     end
     else if(state==data_bit)begin
        select=2'b01;
        Load_data=1'b0;
        shift=1;
     end
     else if(state==parity_bit)begin
        select=2'b10;
        Load_data=1'b1;
        shift=0;
     end
     else if(state==stop_bit)begin
        select=2'b11;
        Load_data=1'b0;
        shift=0;
     end
     else begin
        select=2'b11;
        Load_data=0;
        shift=0;
      end
  end
endmodule
==> flow_metrics.tcl <==
# metrics dict for downstream scripts
set metrics [dict create \
    num_antenna_cells 0 \
    grt_pass1_vias 1313 \
    required_ps 4000 \
    yosys-stat-cells 201 \
    drc_errors 0 \
    critical_path_class "reg -> out" \
    grt_max_degree 33 \
    min_period_ps 2450 \
    grt-ovfl-total 0 \
    cap_violations 0 \
    vias_per_cell 4.27 \
    avgRoutedWirePerCell_um 10.2 \
    synthToLayoutAreaGrowth_pct 16.2 \
    fin_crit_sh_pct 49.1 \
    slowest_delay_ps 490 \
    setup_viol 0 \
    pwr-share-seq_pct 57.3 \
    gp_congestion 0.802 \
    crit_fanout 4 \
    warnings 26 \
    p_int_w 0.000409 \
    fin_ws_ps 2550 \
    root_buffer "clkbuf_8" \
    edf_count 0 \
    startpoint_type "register" \
    p_sw_w 0.000106 \
    ys_types 34 \
    path_cells "inv_1 -> a21oi_1 -> nor2_1 -> clkdlybuf4s50_1" \
    fmax_mhz 408 \
    pin_count 7 \
    status "finished, final reports clean" \
    htreeDepth 2 \
    p_leak_nw 0.562 \
    cts_resized 0 \
    postPlaceCellArea_um2 1960 \
    drive_gt1_share_pct 5.80 \
    drv_slew 0 \
    die_y_um 123 \
    ys_area_um2 1760 \
    port_buffers 6 \
    rsz0062_at_grt "no" \
    num_vias 1463 \
    tritoncts "built" \
    hold_path.class "reg -> reg" \
    flop_cell "dfxtp_1" \
    drtIter0Drc 55 \
    wirelength_um 3510 \
    hpwl_um 2330 \
    synth.avg_cell_area_um2 8.77 \
    synthCells 201 \
    antenna_found_initial 0 \
    critical-path-top-delay-family "buffers and inverters" \
    worstSetupEndpointType "output pin" \
    total_power_w 0.000515 \
    clk_pin_slew_ps 70 \
    grt_usage_pct 4.77 \
    coreArea_um2 10300 \
    hold_viol_final 0 \
    irDropWorstVdd_uv 105 \
    ant_nets 0 \
    die_w_um 123 \
    power.share.clock_pct 42.3 \
    die-area_um2 15100 \
    cts_max_path_buffers 2 \
    critPathBufInv 2 \
    insertion_delay_ps 290 \
    untimed_endpoints 1 \
    cpMaxStageDelayCell "clkdlybuf4s50_1" \
    swShare_pct 20.6 \
    p_per_area_nw_per_um2 252 \
    drt_pass1_iterations 4 \
    row_count 37 \
    p_comb_share_pct 0.5 \
    worst_slew_pin_slew_ps 544 \
    fp_util_pct 17.1 \
    final_cell_area_um2 2050 \
    finClkSkew_ps 7.42 \
    slew_headroom_pct 63.6 \
    syn_area_um2 1760 \
    cts-buffers-inserted 5 \
    unclocked_pins 1 \
    post_cts_buffers 0 \
    dp_slack_ps 2840 \
    tns_ps 0 \
    arrival_ps 1450 \
    holdBufCountCts 0 \
    grt_pass1_wl_um 6190 \
    synth-seq-cells 38 \
    ys.warnings.count 1 \
    async_flop_share_pct 13.2 \
]
power groups by stage:
| stage | logic (W) | registers, W | clock network [W] |
|---|---|---|---|
| after global routing | 0.00000270 | 0.000295 | 0.000235 |
| final | 0.00000246 | 0.000295 | 0.000218 |
| after CTS | 0.00000253 | 0.000295 | 0.000223 |
synthesized netlist by cell type (2+ instances only):
master	number	area share [%]
and2_1	2	0.71
xor2_1	6	3.0
dfrtp_1	4	5.7
nor3_1	2	0.57
nor2_1	12	2.6
nand3_1	8	2.3
nand4_1	8	2.8
inv_1	9	1.9
dfxtp_1	32	36
or3_1	7	2.5
or4_1	16	6.8
o21ai_0	6	1.7
xnor2_1	4	2.0
a21o_1	2	0.85
ha_1	2	1.4
clkbuf_1	7	1.5
o31ai_1	14	6.0
a21oi_1	21	6.0
and4_1	5	2.5
nor4_1	8	2.8
nand2_1	13	2.8
registers in the layout (all words and copies together) (netlist names):
signal and cells:
state 5, count 32, count_start 1
metrics by stage:
stage | std cells | utilization (%) | hold WS, ps
after floorplan | 201 | - | 354
after global placement | 335 | 19.0 | 369
after detailed placement | 335 | 19.0 | 375
after CTS | 343 | 19.8 | 384
after global routing | 343 | 19.8 | 418
final | 343 | 19.8 | 389
area by class of cell:
cell class | instances | area, µm²
Fill cell | 1122 | 8280
Multi-Input combinational cell | 145 | 905
Sequential cell | 38 | 782
Tap cell | 136 | 170
Clock buffer | 8 | 90.1
Timing Repair Buffer | 7 | 67.6
Inverter | 9 | 33.8
layer usage:
| metal | vias up | wire, µm | global-route usage [%] |
|---|---|---|---|
| met5 | - | 0 | 0 |
| met4 | 0 | 46 | 0.582 |
| met3 | 8 | 121 | 1.16 |
| met1 | 675 | 1950 | 7.63 |
| li1 | 764 | - | - |
| met2 | 16 | 1400 | 6.46 |
cell families after synthesis:
| logic type | after synthesis | share of synthesized area [%] |
|---|---|---|
| AND-OR/OR-AND | 44 | 14.9 |
| XOR/XNOR | 10 | 4.97 |
| adder cells (fa/ha/maj) | 2 | 1.42 |
| buffers and inverters | 18 | 4.33 |
| flip-flops | 37 | 43.5 |
| latches | 1 | 0.851 |
| AND/OR/NAND/NOR | 89 | 30.0 |
layout by cell type (no fill, tap or decap), drive strengths merged, types with 2 or more instances in the layout:
cell,count
a21o,2
a21oi,21
and2,2
and4,5
clkbuf,8
clkdlybuf4s50,6
dfrtp,4
dfxtp,32
ha,2
inv,9
nand2,13
nand3,9
nand4,8
nor2,12
nor3,2
nor4,8
o21ai,6
o31ai,14
or3,7
or4,17
xnor2,4
xor2,6
worst paths after layout:
check	slack (ps)	to	cells past startpoint	startpoint
max	2550	Load_data	4	state[2]$_DFF_PN0_
min reg2reg	390	state[1]$_DFF_PN0_	0	state[4]$_DFF_PN0_
min in group asynchronous	930	state[1]$_DFF_PN0_	1	rstn
max in group asynchronous	3820	state[0]$_DFF_PN1_	1	rstn
max reg2reg	2870	count[31]$_SDFF_PP0_	4	count[5]$_SDFF_PP0_
min	390	state[1]$_DFF_PN0_	0	state[4]$_DFF_PN0_
Power is estimated from default activity; no workload was simulated.
