==> flow/design.v <==
`timescale 1ns / 1ps
module Tx_PISO(Data_out,Tx_data_in,shift,Load_data,clk,piso_reset);
output  Data_out;
input [7:0]Tx_data_in;
input shift,Load_data,clk,piso_reset;
reg [7:0]shift_reg;
always @(posedge clk,negedge piso_reset)
begin
    if(!piso_reset)
        shift_reg<=8'b0000_0000;
    else if(Load_data)
        shift_reg<=Tx_data_in;
    else if(shift)
        shift_reg<={1'b0,shift_reg[7:1]};
    else 
        shift_reg<=shift_reg;    
end
assign Data_out=shift_reg[0];
endmodule
==> flow/run.sh <==
#!/bin/bash
# OpenROAD 26Q1-2900-gdf79404cd8, Yosys 0.63+post, stock flow scripts
make -C /OpenROAD-flow-scripts/flow DESIGN_CONFIG=/design/flow/config.mk WORK_HOME=/design/flow/orfs finish
==> flow/config.mk <==
export PLATFORM = sky130hd
export DESIGN_NAME = Tx_PISO
export DESIGN_NICKNAME = Tx_PISO
export VERILOG_FILES = /design/flow/design.v
export SDC_FILE = /design/flow/constraint.sdc
export NUM_CORES = 4
export LEC_CHECK = 1
export CORE_AREA = 10 10 70 70
export DIE_AREA = 0 0 80 80
==> flow/constraint.sdc <==
current_design Tx_PISO

set clk_period 1.8
set clk_io_pct 0.2

create_clock -name clk0 -period $clk_period [get_ports {clk}]

set non_clock_inputs [all_inputs -no_clocks]
set_input_delay [expr $clk_period * $clk_io_pct] -clock clk0 $non_clock_inputs
set_output_delay [expr $clk_period * $clk_io_pct] -clock clk0 [all_outputs]
==> impl_metrics.ini <==
; flow metrics
[critical_path]
crit_buf_inv = 1
critical-path-top-delay-family = buffers and inverters
r2r-start = shift_reg[2]
cp-start-kind = register
cp-end-kind = output pin
required_ns = 1.44
cp_slowest_cell = clkdlybuf4s50_1
path_max_fanout = 2
timing.rr.end = shift_reg[1]
worstRegToRegCells = 2
r2r_setup_slack_ns = 1.06
max_stage_delay_ns = 0.48
crit_type = register to output pin
crit_chain = clkdlybuf4s50_1
arrival_ns = 1.08

[timing]
period_used_share = 0.798
min_period_ns = 1.44
maxSlewViolCount = 0
rsz0062_at_grt = false
setup_ws_ns = 0.363
slew_headroom = 0.725
hold_viol_final = 0
fmax_ghz = 0.696
skew_ns = 0.00436
worstMarginPinSlew_ns = 0.411
setup_violations = 0
tns_ns = 0

[clocking]
clock_sinks = 8
cts_buffer_depth = 2
cts_setup_buffers = 0
path_clk_slew_ns = 0.05
cts_buffers = 3
cts_tree = built
cts_root_buf = clkbuf_4
htreeDepth = 1
hold_buffers = 0
clk_latency_ns = 0.25
cts_resized = 0

[place]
numPortBuffers = 12
hpwlAfterDp_um = 735
gp_congestion = 0.792
placed_area_um2 = 532
dp_cells = 91
place_ws_ns = 0.235

[synthesis]
netlist_area_um2 = 369
logic_family = multiplexers
simple_gate_area_frac = 0.0983
syn_avg_cell_area_um2 = 10.9
yosysCellCount = 34
yosys-stat-area_um2 = 369
ys_sh_aoi = 0.108
yosysWarnings = 1
ys_sh_mux = 0.190
synth-xor-area-share = 0
ys_sh_adder = 0
topCellsByArea = dfrtp_1 54%, mux2i_1 19%, o21ai_1 9.5%
synth_flops = 8
yosysSeqAreaShare = 0.542
ys_types = 7
synth.top_cell.area_share = 0.542
netlist_instances = 34
largest_area_cell = dfrtp_1

[pwr]
power.share.combinational = 0.173
cellLeakagePower_nw = 0.234
seqPwrFrac = 0.502
intPower_mw = 0.317
switching_share = 0.230
clkPwrFrac = 0.325
vdd_drop_max_mv = 0.142
p_switching_mw = 0.0944
power.total_mw = 0.411
p_per_area_nw_per_um2 = 741

[run]
tool_warnings = 25
drv_cap = 0

[die]
chipArea_um2 = 6400
boundaryPins = 13
initCoreUtil = 0.108
die_height_um = 80
coreArea_um2 = 3420
die_w_um = 80
core.rowCount = 21

[drt]
vias = 292
ant_nets = 0
antenna_cells = 0
wl_per_cell_um = 9.73
drc = 0
drt_iter0_drc = 41
wirelength_um = 915
routed_via_density = 3.11
drtPass1Iterations = 4

[global_route]
grt_pass1_vias = 337
grt_max_degree = 13
grt_use_total = 0.0312
antenna_found_initial = 0
grt_pass1_wl_um = 1580
grt_overflow_total = 0

[layout]
layout_top_cells = 12 x clkdlybuf4s50_1, 8 x nand2_1, 8 x dfrtp_1
lay_top_count = clkdlybuf4s50_1
drive_gt1_frac = 0.0833
fin_cells = 94
finalInstanceArea_um2 = 554
largest_reg_flops = 8
area_growth_pct = 50.2

[outcome]
status = finished clean

[hold_path]
hp-class = input port to async pin
[cell families after synthesis]
family	Yosys count
flops	8
simple gates	9
mux	7
compound gates	8
buf+inv	2
[metal layers]
| layer | vias to the layer above | share of wire | global-route usage |
|---|---|---|---|
| li1 | 145 | - | - |
| met2 | 10 | 0.51 | 0.0514 |
| met4 | 0 | 0.037 | 0.0141 |
| met1 | 135 | 0.38 | 0.0345 |
| met5 | - | 0 | 0 |
| met3 | 2 | 0.073 | 0.0125 |
[worst max-delay path by stage]
stage | start | end | slack (ns) | cells after the start
4_1_cts | shift_reg[0] | Data_out | 0.34 | 1
5_1_grt | shift_reg[0] | Data_out | 0.31 | 1
6_report | shift_reg[0] | Data_out | 0.36 | 1
[area by class of cell]
class / count / area [um^2]
clock buffers: 3 / 22.5
fillers: 387 / 2860
multi-input cells: 24 / 146
flip-flops and latches: 8 / 200
well taps: 46 / 57.6
repair buffers: 13 / 128
[per-stage QoR]
| stage | hold WS, ns | util |
|---|---|---|
| 3_3_place_gp | 0.533 | 0.156 |
| 4_1_cts | 0.387 | 0.162 |
| 6_report | 0.380 | 0.162 |
| 3_5_place_dp | 0.540 | 0.156 |
| 2_1_floorplan | 0.0644 | - |
| 5_1_grt | 0.417 | 0.162 |
[Yosys cell counts (all sizes together)]
library cell	instances
buf	2
mux2i	7
nand2	8
nand2b	1
dfrtp	8
o21ai	8
[power by group through the flow]
stage / registers (mW) / clock network (mW) / logic, mW
CTS: 0.207 / 0.136 / 0.0726
global route: 0.209 / 0.148 / 0.0812
finish: 0.207 / 0.133 / 0.0711
